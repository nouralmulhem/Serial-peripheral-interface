[design/flow/run.sh]
#!/bin/bash
# OpenROAD 26Q1-2900-gdf79404cd8, Yosys 0.63+post, stock flow scripts
make -C /OpenROAD-flow-scripts/flow DESIGN_CONFIG=/design/flow/config.mk WORK_HOME=/design/flow/orfs finish
[design/flow/config.mk]
export PLATFORM = sky130hd
export DESIGN_NAME = Master
export DESIGN_NICKNAME = Master
export VERILOG_FILES = /design/flow/design.v
export SDC_FILE = /design/flow/constraint.sdc
export NUM_CORES = 4
export LEC_CHECK = 1
export CORE_AREA = 10 10 70 70
export DIE_AREA = 0 0 80 80
[design/flow/constraint.sdc]
current_design Master

set clk_period 1.0
set clk_io_pct 0.2

create_clock -name clk0 -period $clk_period [get_ports {clk}]
create_clock -name clk1 -period $clk_period [get_ports {start}]

set non_clock_inputs [all_inputs -no_clocks]
set_input_delay [expr $clk_period * $clk_io_pct] -clock clk0 $non_clock_inputs
set_output_delay [expr $clk_period * $clk_io_pct] -clock clk0 [all_outputs]
[design/flow/design.v]
 module Master(
	clk, reset, start, slaveSelect, 
	masterDataToSend, masterDataReceived,
	SCLK, CS, MOSI, MISO
);
input clk; 
input reset; 
input start; 
input [1:0] slaveSelect; 
input [7:0] masterDataToSend; 
output reg [7:0] masterDataReceived;
output SCLK;    
output reg [0:2] CS; 
output reg MOSI;  
input MISO;
reg [7:0] next;
assign SCLK = clk;
integer count;
always @ (negedge clk)begin
	if(CS) MOSI <= masterDataReceived[0];
end
always @(posedge start) begin
	if(count >8 )count =0;
	case(slaveSelect)
		0: CS = 3'b011;
		1: CS = 3'b101;
		2: CS = 3'b110;
	endcase
end
always @ (posedge clk) begin
	if(count>=8) CS =3'b111;
end
always @ (posedge clk) begin
	if(reset) begin
		next =0;
		count =0;
	end
	else if(count ==0) begin
		next=masterDataToSend;
		count = count +1;
	end
	else if(count <=8)begin
		next = {MISO,masterDataReceived[7:1]};
		count = count +1;
	end
masterDataReceived<=next;
end
endmodule
==> results_slide.txt <==
Physical Implementation Snapshot

GRT
  – Initial antenna violation count: 0
  – Gr ovfl total: 0
  – First-pass GRT wire length: 1170 µm
  – Vias in the first global route: 254
  – Gr usage total: 0.0244
  – Largest net degree at the start of global routing: 9

Worst hold path
  – Worst min-delay path category: clk2out
  – Worst Hold Depth: 2
  – Endpoint, Worst Hold: SCLK
  – HP Start: clk

STA
  – Number of setup violations in the final report: 1
  – Slack of the critical path: -499 ps
  – Clk_skew: 61.8 ps
  – RSZ-0062 raised after global routing: yes
  – Worst Hold Margin: 379 ps
  – Hold Vio Cnt, Final: 0
  – Fin. max-slew vios: 0
  – Final TNS setup: -499 ps

Setup path
  – Crit-path leading delay family: flip-flops
  – Required @ worst endpoint: 800 ps
  – Worst R2R Start: next[0]
  – Setup crit end kind: output port
  – R2R cell count: 1
  – Crit path DAT: 1300 ps
  – Slowest cell on the critical path: dfxtp_1
  – Worst-path cell chain: buf_2
  – Crit Path Max Fanout: 1
  – Bufs and invs on worst path: 1
  – Critical path class: reg2out
  – Critical path launch point type: register
  – Largest stage delay on the critical path: 280 ps
  – Setup slack, reg-to-reg: 30 ps
  – R2r endpoint: MOSI

Outcome
  – Status: finished with violations
  – Failing checks: negative setup slack

Placement
  – Placed Instances: 86
  – Hpwl dp: 682 µm
  – DP Worst Slack: -444 ps
  – Number of port buffers: 19
  – GP Congestion: 0.629

Final layout
  – Commonest non-fill, non-tap cells in the layout: clkdlybuf4s50_1, buf_2, nor2b_1, dfxtp_1, clkbuf_4
  – Share of cells above drive strength 1: 0.426
  – Filler cells: 394
  – Area delta synth->final: 87.9%
  – Final Non-Filler Cells: 93
  – Storage element area: 185 µm²
  – Finished Core Util: 0.147
  – Combinational gate area: 61.3 µm²

Run
  – Max Cap Viol: 0
  – Log Warnings: 33

Power
  – VDD IR-drop max: 245 µV
  – P_leak: 0.226 nW
  – PD cells: 1820 mW/mm²

Detailed routing
  – Drt first pass iters: 2
  – DRT Wirelength: 793 µm
  – Drt initial violations: 1
  – Vias: 220
  – Post-route ant nets: 0
  – Ant diodes: 0
  – Drt wl/cell: 8.53 µm
  – DRC viols: 0
  – DR vias/cell: 2.37

Logic synthesis
  – Ys cells: 23
  – Syn_area_per_cell: 11.6 µm²
  – Yosys stat area: 268 µm²
  – Warnings from Yosys: 71
  – Ys flops: 9
  – Seq/Total Area, Yosys: 0.673
  – Post-Syn Instances: 23
  – Synth Cell Area: 268 µm²
  – Cell variety after synth: 5

CTS
  – Worst-path clk slew: 30 ps
  – CTS tree: yes

Die
  – Die Y: 80 µm
  – Core Rows: 21
  – FP Core Util: 0.0784
  – Core area: 0.00342 mm²
  – IO Pins: 27
  – Die area: 0.00640 mm²
  – Chip width: 80 µm
[per-layer routing]
layer  vias up  wire length (µm)  global-route usage
met2        11               451              0.0393
met4         0                64              0.0264
met3         5                13             0.00909
li1        109                 -                   -
met5         -                 0                   0
met1        95               263              0.0222
[power breakdown]
part	leakage, nW	internal (mW)	switching [mW]
Clock	0.0397	0.308	0.155
Sequential	0.0761	0.380	0.00390
Combinational	0.110	0.0521	0.0148
Total	0.226	0.740	0.174
[area by class of cell]
type / instances / share of cell area
sequential: 9 / 0.368
tap: 46 / 0.114
timing repair buffer: 19 / 0.284
clock inverter: 2 / 0.0149
clock buffer: 6 / 0.0970
multi-input combinational: 11 / 0.122
[state kept, by name, summed over array words and instances, names as in the netlist]
register and cells:
MOSI 1, next 8
[cells in the mapped netlist]
cell type | count | share of area
buf_4 | 4 | 0.11
dfxtp_1 | 9 | 0.67
conb_1 | 1 | 0.014
nor2b_1 | 8 | 0.19
inv_1 | 1 | 0.014
[stage by stage]
step / area, µm² / power [mW]
CTS: 492 / 0.939
global route: 503 / 0.993
finish: 503 / 0.914
floorplan: 275 / 0.464
detailed placement: 493 / 0.553
global placement: 493 / 0.552
[worst max path at each step]
stage | startpoint | endpoint | slack, ps | cells after the start
6_report | MOSI | MOSI | -500 | 1
5_1_grt | MOSI | MOSI | -570 | 1
4_1_cts | MOSI | MOSI | -520 | 1
[cells by family after synthesis]
family,after synthesis,synth area share
other,1,0.0140
AND/OR/NAND/NOR,8,0.187
flip-flops,9,0.673
buffers and inverters,5,0.126
[repair_timing]
action	4_1_cts	5_1_grt
setup buffers	0	1
endpoints found under the setup margin	10	6
resized	32	3
hold buffers	0	0
Power figures rest on the tool's default switching activity, not on a simulated workload.
