`flow/config.mk`:
```
export PLATFORM = sky130hd
export DESIGN_NAME = Slave
export DESIGN_NICKNAME = Slave
export VERILOG_FILES = /design/flow/design.v
export SDC_FILE = /design/flow/constraint.sdc
export NUM_CORES = 4
export LEC_CHECK = 1
export CORE_AREA = 10 10 70 70
export DIE_AREA = 0 0 80 80
```
`flow/constraint.sdc`:
```
current_design Slave

set clk_period 1.0
set clk_io_pct 0.2

create_clock -name clk0 -period $clk_period [get_ports {CS}]
create_clock -name clk1 -period $clk_period [get_ports {SCLK}]

set non_clock_inputs [all_inputs -no_clocks]
set_input_delay [expr $clk_period * $clk_io_pct] -clock clk0 $non_clock_inputs
set_output_delay [expr $clk_period * $clk_io_pct] -clock clk0 [all_outputs]
```
`flow/design.v`:
```
module Slave(
        reset,
	slaveDataToSend, slaveDataReceived,
	SCLK, CS, MOSI, MISO
);
input SCLK; 
input reset; 
input MOSI;
input CS; 
input [7:0] slaveDataToSend; 
output reg [7:0] slaveDataReceived;  
output reg MISO;
integer count;
reg [7:0] next_slaveDataToSend;  
always @(CS) begin
	count = 0;
end
always @ (posedge CS)begin 
	MISO <= 1'bz;
	count = 'bz; 
end
always @(negedge SCLK)begin
	if(!CS) MISO<=slaveDataReceived[0];
end
always @ (posedge SCLK) begin
	if(reset) begin
		next_slaveDataToSend =0;
		count = 0;
	end
	else if(CS==0)begin
		if(count==0)  begin
			next_slaveDataToSend = slaveDataToSend;
			count = count +1;
		end
		else if(count<=8)begin
			next_slaveDataToSend = {MOSI,slaveDataReceived[7:1]};
			count = count +1;
		end
	end
	slaveDataReceived <= next_slaveDataToSend;
end
endmodule
```
`flow/run.sh`:
```
#!/bin/bash
# OpenROAD 26Q1-2900-gdf79404cd8, Yosys 0.63+post, stock flow scripts
make -C /OpenROAD-flow-scripts/flow DESIGN_CONFIG=/design/flow/config.mk WORK_HOME=/design/flow/orfs finish
```
==> impl_metrics.ini <==
; implementation run metrics
[layout]
fin_area_um2 = 557
syn2layout_area_growth_pct = 87.8
largest_register_ff_count = 8
drive_gt1_share_pct = 29.2
finalNonFillerCells = 94

[route]
postRouteAntennaNets = 0
drt-vias-per-instance = 2.79
diodes = 0
drtPass1Iterations = 2
drc_errors = 0
drt_iter0_drc = 3
vias = 262
wl_per_cell_um = 8.91
wl_um = 838

[yosys]
avgSynthCellArea_um2 = 10.6
synth_top_cell_by_area = dfxtp_1
common_cells = 8 x dfxtp_1, 8 x mux2i_1, 8 x nor2_1
yosysTopAreaCellShare_pct = 54.0
numSynthFlops = 8
netlist_instances = 28
ys_top_cells_by_area = dfxtp_1 54%, mux2i_1 27%, nor2_1 10%
yosysWarningCount = 5
ys_seq_share_pct = 54.0
async_flop_share_pct = 0
syn-cell-area_um2 = 297
ys_cells = 28
ys_chip_area_um2 = 297
edf_count = 0
synth.distinct_cells = 7
ff_type = dfxtp_1

[grt]
grt_pass1_vias = 327
grt_pass1_wl_mm = 1.28
gr-total-overflow = 0
antenna_found_initial = 0
grt_max_degree = 9
grt_use_total_pct = 2.62

[setup_path]
cp_num_buf_inv = 1
worstSetupPathType = reg2out
worstPathArrival_ns = 0.74
reg2regPathDepth = 2
crit_slowest_cell = dfxtp_2
worstPathRequired_ns = 0.80
crit_chain = clkdlybuf4s15_1
cp-end-kind = output pin
worstSetupStartpointType = flop
cp_max_fo = 2
worst-path-stages = 1
crit_family = flip-flops
slowest_delay_ns = 0.32

[die]
fp_util_pct = 8.68
ios = 21
dieWidth_um = 80
die_y_um = 80
chip_area_mm2 = 0.00640
row_count = 21
core_mm2 = 0.00342

[power_and_ir_drop]
p_int_mw = 1.14
power_density_mw_per_mm2 = 2860
p_sw_share_pct = 28.4
leakage_nw = 0.234
p_clk_share_pct = 54.1
p_switching_mw = 0.453
p_seq_share_pct = 33.5
vdd_drop_max_mv = 0.454
combPwrFrac_pct = 12.4
power_mw = 1.59

[clock_network]
hold_buffers = 0
path_clk_slew_ns = 0.05
cts_tree = done

[worst_hold_path]
hold_depth = 4
hold_class = clk2reg

[sta]
hold_viol_final = 0
skew_ns = 0
drv_slew = 0
rsz0062_at_grt = no
hold_ws_ns = 0.202
layout_setup_ws_ns = 0.0636
setup_viol = 0

[place]
placed_area_um2 = 502
routabilityCongestion = 0.591
post-place-ws_ns = -0.0584
dpl.cell_count = 88
io_buffers = 17

[outcome]
status = completed

[run]
log.warning_count = 43
cap_viol_max_count = 0
routing by layer:
layer	global-route usage, %	vias up	routed length [µm]
li1	-	128	-
met1	1.66	120	254
met2	3.45	8	458
met3	3.30	6	100
met4	2.82	0	25
met5	0	-	0
worst paths after layout:
check	start	end	slack (ns)
worst max-delay path	next_slaveDataToSend[2]$_SDFFE_PP0N_	slaveDataReceived[2]	0.06
worst min register to register	next_slaveDataToSend[3]$_SDFFE_PP0N_	next_slaveDataToSend[3]$_SDFFE_PP0N_	0.48
worst min-delay path	CS	next_slaveDataToSend[2]$_SDFFE_PP0N_	0.20
min in group clk0	next_slaveDataToSend[4]$_SDFFE_PP0N_	slaveDataReceived[4]	0.92
worst max register to register	next_slaveDataToSend[0]$_SDFFE_PP0N_	next_slaveDataToSend[0]$_SDFFE_PP0N_	0.37
max in group clk1	CS	next_slaveDataToSend[0]$_SDFFE_PP0N_	0.13
power by group through the flow:
stage | combinational (mW) | clock, mW | sequential (mW)
6_report | 0.197 | 0.863 | 0.535
5_1_grt | 0.212 | 0.961 | 0.562
4_1_cts | 0.208 | 0.905 | 0.538
per-stage QoR:
stage	utilization, %	setup TNS (ns)
4_1_cts	16.3	0
3_5_place_dp	14.7	-0.464
2_1_floorplan	-	0
6_report	16.3	0
5_1_grt	16.3	0
3_3_place_gp	14.7	-0.460
layout make-up:
type / count / area [µm²]
clock buffers: 6 / 45.0
flip-flops and latches: 8 / 170
well taps: 46 / 57.6
fillers: 381 / 2860
multi-input cells: 17 / 114
repair buffers: 17 / 170
cell families after synthesis:
logic type    count (synthesis)  synth area share [%]
other cells                   1                  1.26
mux                           8                  27.0
buf+inv                       3                  7.59
simple gates                  8                  10.1
flops                         8                  54.0
cell usage in the layout, fill, tap and decap left out:
cell type,count
clkbuf_4,6
clkdlybuf4s15_1,8
clkdlybuf4s50_1,9
conb_1,1
dfxtp_2,8
mux2i_1,8
nor2_1,8
what timing repair did:
action,CTS,global route
resized,24,0
setup endpoints to repair,8,0
buffers inserted,0,0
Power is estimated from default activity; no workload was simulated.
